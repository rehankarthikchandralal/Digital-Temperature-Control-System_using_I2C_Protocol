<file path="flow/run.sh">
#!/bin/bash
# OpenROAD 26Q1-2900-gdf79404cd8, Yosys 0.63+post, stock flow scripts
make -C /OpenROAD-flow-scripts/flow DESIGN_CONFIG=/design/flow/config.mk WORK_HOME=/design/flow/orfs finish
</file>
<file path="flow/constraint.sdc">
current_design LS161a

set clk_period 1.1
set clk_io_pct 0.2

create_clock -name clk0 -period $clk_period [get_ports {CLK}]

set non_clock_inputs [all_inputs -no_clocks]
set_input_delay [expr $clk_period * $clk_io_pct] -clock clk0 $non_clock_inputs
set_output_delay [expr $clk_period * $clk_io_pct] -clock clk0 [all_outputs]
</file>
<file path="flow/config.mk">
export PLATFORM = sky130hd
export DESIGN_NAME = LS161a
export DESIGN_NICKNAME = LS161a
export VERILOG_FILES = /design/flow/design.v
export SDC_FILE = /design/flow/constraint.sdc
export NUM_CORES = 4
export LEC_CHECK = 1
export CORE_AREA = 10 10 70 70
export DIE_AREA = 0 0 80 80
</file>
<file path="flow/design.v">
module LS161a (
    input [3:0] D,       
    input CLK,           
    input CLR_n,         
    input LOAD_n,        
    input ENP,           
    input ENT,           
    output reg [3:0] Q,  
    output RCO           
);
always @(posedge CLK or negedge CLR_n) begin
    if (!CLR_n) begin
        Q <= 4'b0000;
    end else if (!LOAD_n) begin
        Q <= D;
    end else if (ENP && ENT) begin
        Q <= Q + 1;
    end
end
assign RCO = (Q == 4'b1111) && ENT;
endmodule
</file>
==> flow_results.xml <==
<?xml version="1.0" encoding="UTF-8"?>
<metrics>
  <group name="outcome">
    <metric name="outcome" unit="">complete, but fails checks</metric>
    <metric name="violations" unit="">negative setup slack</metric>
  </group>
  <group name="route">
    <metric name="ant_nets" unit="">0</metric>
    <metric name="detailroute.wirelength.met2" unit="um">260</metric>
    <metric name="routedLengthMet1" unit="um">440</metric>
    <metric name="route.vias.total" unit="">282</metric>
    <metric name="drtPass1Iterations" unit="">1</metric>
    <metric name="drc" unit="">0</metric>
    <metric name="wl" unit="um">910</metric>
    <metric name="top_layer" unit="">met3</metric>
    <metric name="route.antenna.diode_count" unit="">0</metric>
    <metric name="wl_met3" unit="um">209</metric>
    <metric name="route.detailed.wl_per_inst" unit="um">9.48</metric>
    <metric name="initialDrtViolationCount" unit="">0</metric>
    <metric name="drt-vias-per-instance" unit="">2.94</metric>
  </group>
  <group name="power_and_ir_drop">
    <metric name="p_int" unit="uW">421</metric>
    <metric name="power.leakage" unit="nW">0.221</metric>
    <metric name="comb_power_share" unit="">0.364</metric>
    <metric name="fin_total_pwr" unit="uW">561</metric>
    <metric name="switchingPower" unit="uW">140</metric>
    <metric name="seq_power_share" unit="">0.314</metric>
    <metric name="p_clk_frac" unit="">0.321</metric>
    <metric name="vdd_ir_drop_max" unit="mV">0.261</metric>
    <metric name="switching_fraction_of_total_power" unit="">0.250</metric>
    <metric name="power_density" unit="nW/um2">1080</metric>
  </group>
  <group name="clock_tree">
    <metric name="cts_inserted_buffers" unit="">3</metric>
    <metric name="clk_pin_slew_worst_paths" unit="ps">40</metric>
    <metric name="cts.sink_count" unit="">4</metric>
    <metric name="cts-htree-levels" unit="">1</metric>
    <metric name="clock.latency.late_pin" unit="ps">240</metric>
    <metric name="cts-root-buf" unit="">clkbuf_4</metric>
    <metric name="clock_tree.buffer_depth" unit="">2</metric>
    <metric name="cts_tree" unit="">yes</metric>
  </group>
  <group name="final_timing">
    <metric name="final-max-slew-violation-count" unit="">0</metric>
    <metric name="final_critical_path_setup_slack" unit="ps">-180</metric>
    <metric name="fmax" unit="MHz">782</metric>
    <metric name="rsz0062_at_grt" unit="">yes</metric>
    <metric name="setup_violations" unit="">2</metric>
    <metric name="max_slew_margin" unit="">0.810</metric>
    <metric name="clock_skew" unit="ps">3.57</metric>
    <metric name="fin_crit" unit="ps">1280</metric>
    <metric name="worst-slew-pin-transition" unit="ps">284</metric>
    <metric name="finalHoldViolCount" unit="">0</metric>
    <metric name="finalHoldWorstSlack" unit="ps">202</metric>
    <metric name="final.period_utilization" unit="">1.16</metric>
  </group>
  <group name="final_layout">
    <metric name="layout-drive-gt1-share" unit="">0.480</metric>
    <metric name="largest_register_ff_count" unit="">4</metric>
    <metric name="postLayoutCellArea" unit="um2">522</metric>
    <metric name="largestRegisters" unit="">Q: 4 flops</metric>
    <metric name="top_register_by_number_of_flip_flops" unit="">Q</metric>
    <metric name="nFillCells" unit="">400</metric>
    <metric name="area_growth_syn_to_layout" unit="%">140</metric>
  </group>
  <group name="place">
    <metric name="port_buffers" unit="">13</metric>
    <metric name="dp_hpwl" unit="um">675</metric>
    <metric name="dpl-instance-area" unit="um2">447</metric>
    <metric name="gpl.final_weighted_congestion" unit="">0.777</metric>
  </group>
  <group name="flow_run">
    <metric name="tool_warnings" unit="">27</metric>
    <metric name="drv.max_cap_violation_count" unit="">0</metric>
  </group>
  <group name="global_routing">
    <metric name="number_of_global_route_vias_before_repair" unit="">323</metric>
    <metric name="initial_antenna_violation_count" unit="">0</metric>
    <metric name="global_route.usage.total" unit="">0.0290</metric>
    <metric name="grt_first_pass_wirelength" unit="mm">1.39</metric>
    <metric name="grt_start_max_net_pins" unit="">9</metric>
    <metric name="grt.overflow.total" unit="">0</metric>
  </group>
  <group name="floorplanning">
    <metric name="core_area" unit="um2">3420</metric>
    <metric name="chipHeight" unit="um">80</metric>
    <metric name="fp-row-count" unit="">21</metric>
    <metric name="num_io_pins" unit="">14</metric>
    <metric name="die-width" unit="um">80</metric>
    <metric name="floorplan.initialDensity" unit="">0.0637</metric>
    <metric name="design.die.area" unit="um2">6400</metric>
  </group>
  <group name="yosys">
    <metric name="yosysCellCount" unit="">23</metric>
    <metric name="yosys.stat.chipArea" unit="um2">218</metric>
    <metric name="synthDistinctLibCells" unit="">13</metric>
    <metric name="syn-instance-count" unit="">23</metric>
    <metric name="yosysWarnings" unit="">1</metric>
    <metric name="synth_flop_count" unit="">4</metric>
    <metric name="register_share_after_synthesis" unit="">0.460</metric>
    <metric name="synth_area_per_cell" unit="um2">9.47</metric>
    <metric name="mappedNetlistArea" unit="um2">218</metric>
  </group>
  <group name="worst_setup_path">
    <metric name="timing.setup.critical_path_class" unit="">register to output pin</metric>
    <metric name="maximum_fanout_encountered_on_the_critical_timing_path" unit="">2</metric>
    <metric name="worstSetupEndpointType" unit="">output pin</metric>
    <metric name="worst-endpoint-required" unit="ps">880</metric>
    <metric name="worst_setup_path_start_kind" unit="">register</metric>
    <metric name="data_arrival_time_at_the_worst_slack_endpoint" unit="ps">1060</metric>
  </group>
  <group name="hold_path">
    <metric name="holdCritPathClass" unit="">input port to async pin</metric>
  </group>
</metrics>
## Yosys cell counts
library cell	n	share of area
a21oi_1	3	0.069
nand3_1	2	0.046
and4_2	1	0.046
o21ai_0	1	0.023
clkbuf_1	1	0.017
mux2i_1	1	0.046
or3_1	1	0.029
xor2_1	2	0.080
dfrtp_1	4	0.46
a31oi_1	1	0.029
nand2_2	1	0.029
nor2_1	4	0.069
ha_1	1	0.057
## worst paths after layout
check,start,end,slack [ps],depth (start not counted)
max in group asynchronous,CLR_n,Q[1],710,1
worst max register to register,Q[0],Q[3],-140,5
min in group clk0,D[0],Q[0],560,3
worst min-delay path,CLR_n,Q[3],200,1
worst min register to register,Q[1],Q[1],690,3
worst max-delay path,Q[0],RCO,-180,3
## logic make-up (layout without fill, tap and decap cells)
family | Yosys count | in the layout | synth area share
AOI/OAI and AO/OA | 5 | 5 | 0.121
xor gates and xnor gates | 2 | 2 | 0.0805
and+or+nand+nor | 9 | 9 | 0.218
muxes | 1 | 1 | 0.0460
adders and majority gates | 1 | 1 | 0.0575
buffers and inverters | 1 | 28 | 0.0172
DFF | 4 | 4 | 0.460
## power groups by stage
stage	clock network (mW)	logic, mW	registers, mW
after CTS	0.187	0.201	0.176
after global routing	0.196	0.225	0.179
final	0.180	0.204	0.176
## layout by cell type, fill, tap and decap left out, types with 2 or more instances in the layout
cell and instances:
buf_2 4, dfrtp_1 4, clkdlybuf4s50_1 7, buf_6 6
buf_4 7, nor2_1 4, xor2_1 2, clkbuf_4 3
a21oi_1 3
## final cells by class
type                    instances  area [um2]  area share
multi-input cells              18         123       0.235
repair buffers                 25         219       0.420
flip-flops and latches          4         100       0.192
clock buffers                   3        22.5      0.0432
well taps                      46        57.6       0.110
## routing by layer
| layer | up-vias | GRT usage |
|---|---|---|
| met3 | 0 | 0.0364 |
| met4 | 0 | 0.00352 |
| met2 | 18 | 0.0337 |
| met1 | 126 | 0.0327 |
| li1 | 138 | - |
| met5 | - | 0 |
## through the flow
stage	utilization	cells	setup TNS, ps	worst slack (ps)
global placement	0.131	87	-1520	-479
finish	0.153	96	-321	-180
global route	0.153	96	-522	-242
detailed placement	0.131	87	-1570	-482
CTS	0.151	97	-377	-168
floorplan	-	23	0	105
## repair_timing
item,CTS,global route
cloned,0,0
hold buffers,0,0
resized,22,4
buffers inserted,8,0
setup endpoints to repair,7,6
hold endpoints to repair,0,0
pin swaps,2,3
## critical path: stages (launching register included)
cell	delay, ps
dfrtp_1	350
ha_2	190
and4_4	200
buf_6	80
Power and IR drop assume default switching activity.
