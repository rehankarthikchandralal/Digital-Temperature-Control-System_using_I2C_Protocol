==> flow/design.v <==
module RAM128x32 #(
    parameter Data_width = 32, 
    Addr_width = 7          
)(
    input wire clk,
    input wire we,           
    input wire [(Addr_width-1):0] address, 
    input wire [(Data_width-1):0] d,        
    output reg [(Data_width-1):0] q        
);
    reg [Data_width-1:0] ram [0:(2**Addr_width)-1];
    always @(posedge clk) begin
        if (we) begin
            ram[address] <= d;
        end
        q <= ram[address];
    end
endmodule
==> flow/run.sh <==
#!/bin/bash
# OpenROAD 26Q1-2900-gdf79404cd8, Yosys 0.63+post, stock flow scripts
make -C /OpenROAD-flow-scripts/flow DESIGN_CONFIG=/design/flow/config.mk WORK_HOME=/design/flow/orfs finish
==> flow/config.mk <==
export PLATFORM = sky130hd
export DESIGN_NAME = RAM128x32
export DESIGN_NICKNAME = RAM128x32
export VERILOG_FILES = /design/flow/design.v
export SDC_FILE = /design/flow/constraint.sdc
export NUM_CORES = 4
export LEC_CHECK = 1
export CORE_UTILIZATION = 30
==> flow/constraint.sdc <==
current_design RAM128x32

set clk_period 92.3
set clk_io_pct 0.2

create_clock -name clk0 -period $clk_period [get_ports {clk}]

set non_clock_inputs [all_inputs -no_clocks]
set_input_delay [expr $clk_period * $clk_io_pct] -clock clk0 $non_clock_inputs
set_output_delay [expr $clk_period * $clk_io_pct] -clock clk0 [all_outputs]
==> run notes <==
Flow results follow.

Per the detail_route report, the via count comes to 94700. Per the power-grid run, VDD falls by no more than 0.0151 mV. The power report puts the leakage power at 55.0 nW. The total placed cells including tap cells is 15800. The final setup violation count is 0. The worst hold path begins at ram[62][27]. Using the TritonRoute via totals, the vias-per-cell ratio works out to 5.68.

The cell total in the yosys stat output is 8954. According to the Yosys statistics, the synthesized design has a chip area of 0.157 mm2. The arrival time of data at the critical path endpoint is 24.32 ns. Overall power consumption after layout is estimated at 3.93 mW. The final tally of hold violations is 0. The final clock skew is 0.0742 ns. Max-slew check failures listed in the final report amount to 33.

Per the run report, area growth between synthesis and finish was 15.6%. The count of port buffers added during placement is 72. Counting distinct cell types in the post-synthesis netlist gives 76. The DRC violation total left in the routed layout is recorded as 0. The root buffer cell is sky130_fd_sc_hd__clkbuf_16. The total standard cell area after synthesis is 0.157 mm2. The sequential-to-total area share from yosys stat is 78.6%. The post-cts repair resize count is 0. The number of hold buffers added after CTS was 0. The maximum achievable frequency is 0.0426 GHz.

The pin count of the biggest net entering global routing is 107. The maximum fanout along the worst path is 47. The kind of end point of the critical path is a flip-flop. The worst setup path is launched from a primary input. The endpoint of the most critical register-to-register path is q[12]. The placement stage leaves a total instance area of 0.169 mm2. In this run the biggest area consumer among cell types represents 78.2% of the synthesized area. Counting stages on the worst path, the most repeated cell is sky130_fd_sc_hd__buf_4. The count of state elements after synthesis is 4128. A synthesized cell averages 17.6 um2.

The flow ran to the end, but the final reports show violations. The skew report gives the latency at the later pin of the worst-skew pair as 1.01 ns. The signal on the critical path passes through buf_8 > buf_4 > buf_4 > buf_4 > buf_4 > buf_4 > or3b_2 > a21oi_1 > a2111o_1 > a211oi_1 > o2111ai_1 > or4b_1.

TritonCTS built the clock tree. The number of placement rows is 265. The number of global-route vias before repair is 96700. The final critical path takes up 25.4% of the cycle. The number of buffers created by CTS is 409. For reference, the most critical setup path is categorized as primary input to flip-flop.

Measured in cells, the most critical reg-to-reg path has a length of 6. Once layout is complete, the cells apart from fillers number 16700. The first global-routing pass estimated 784000 um of wire. Measured on the finished design, the core utilization comes to 34.9%. The total number of yosys warnings is 1. In this run the maximum-capacitance check reported violations numbering 4. The count of cell instances traversed by the critical path is 12. Per the synth stats, the flop cell with the highest instance count is sky130_fd_sc_hd__edfxtp_1. At the pin with the least slew margin, the transition time is 1.77 ns. On the critical path, the stage with the largest delay is an instance of sky130_fd_sc_hd__or4b_1. The maximum buffer depth of the clock tree is 4.

The overall track demand over capacity in global routing is 22.8%. The routed design shows a wire length per standard cell of 34.5 um. Summed over all nets, the half-perimeter wirelength after detailed placement is 343000 um. The boundary pin count is 73. The proportion of layout cells with a drive suffix above 1 is 17.6%. The gate count of the mapped netlist is 8954.

The initial antenna violation count is 71. The slack of the worst reg-to-reg path is 89.10 ns. The die width is 726 um. In the synthesized netlist the async set-or-reset flop fraction comes to 0%. For this run the aggregate overflow at the end of global routing stands at 0. On the critical path the largest part of the delay comes from buffers and inverters. The routed design could run at a clock period as short as 23.46 ns. In the hold report, the worst path ends at q[27]. The final antenna-violating net count is 0. The number of setup buffers added after CTS is 0. The largest total area in the synthesized netlist belongs to sky130_fd_sc_hd__edfxtp_1. The H-tree generated during clock tree synthesis spans 5 levels. The floorplan step defined a core boundary enclosing 0.522 mm2.

RePlAce ended its routability-driven mode at a weighted congestion of 0.972. The critical path contains buffers and inverters numbering 6 combined. The stage logs contain a warning count of 32. The vertical die dimension is 726 um. The longest incremental delay of any stage on the critical path is reported as 0.73 ns. The clock transition at the register clock pins on the worst setup and hold paths after CTS is 0.06 ns. The aggregate routed wire length is 574000 um. Setup repair after global routing left no endpoint under its margin. For reference, the top cells by area after synthesis are sky130_fd_sc_hd__edfxtp_1, sky130_fd_sc_hd__a221oi_1, sky130_fd_sc_hd__a22oi_1, sky130_fd_sc_hd__mux2_2, sky130_fd_sc_hd__a21oi_1. Counting flops with a built-in enable in the synthesized netlist gives 4096.

For this run, the detailed router's first-pass iteration total came to 6. Summed over all failing endpoints, the final setup total negative slack is 0 ns. The final design instance area without fill is 0.182 mm2.

The power density over the cells is 21.6 mW/mm2. The die covers 0.527 mm2. The cell depth of the worst hold path is 5. In this run the critical register-to-register path is launched from ram[71][12].

The type of the worst min-delay path is flip-flop to flip-flop. The final reports fail on max-capacitance violations, max-slew violations. The layout has 48100 filler cells. According to the CTS report, the clock sink count is 4128. The core utilization at floorplan is 30.2%.

The number of DRC violations after detailed-routing iteration 0 is 8065. The worst-case headroom to the max-slew limit is -18.1%. The OpenROAD report gives the critical path a required time of 93.16 ns.
cell families (layout without fill, tap and decap cells):
family,Yosys count,after routing,synth area share (%)
other,0,146,0
flip-flops,4128,4128,78.6
AND/OR/NAND/NOR,885,885,2.73
AND-OR/OR-AND,2731,2731,12.8
buffers and inverters,734,1354,2.02
multiplexers,476,476,3.81
how the worst max path moves through the flow:
stage	from	to	slack [ns]
after CTS	address[2]	q[4]	69.12
final	address[2]	q[4]	68.84
after global routing	address[2]	q[4]	68.77
synth_stat cells (all sizes together), types with 14 or more instances:
cell	instances
a211o	19
clkbuf	324
o2bb2ai	25
nand2b	22
a21oi	425
o2111ai	17
dfxtp	32
o21ai	326
nand2	241
nand3	27
nor3	43
a222oi	44
o211ai	17
edfxtp	4096
nand4	14
or2	16
nor2	291
o22a	31
a21o	15
nand3b	31
a22oi	468
mux4	70
o221ai	49
a31oi	21
a22o	43
mux2i	127
a221o	64
and3	14
mux2	279
a211oi	43
nor2b	108
o22ai	170
buf	403
a221oi	847
cell type report:
cell class                 instances  area, um2  area share, %
clock buffer                     543      11000           6.03
tap                             6942       8690           4.78
antenna                          146        365          0.201
clock inverter                   215       1800          0.988
timing repair buffer             589       4670           2.57
sequential                      4128     124000           68.0
multi-input combinational       4092      31600           17.4
inverter                           7       50.0         0.0275
metal layers:
metal	part of all wire (%)	track usage [%]	wire length (um)	up-vias
met4	5.5	9.87	31800	107
li1	-	-	-	38300
met5	0.85	8.23	4900	-
met2	42	30.9	242000	7889
met1	29	22.1	168000	47000
met3	22	22.9	128000	1413
power by group:
group          internal (mW)  switching (mW)
clock network          0.888           0.715
logic                 0.0616           0.187
registers               2.07          0.0120
total                   3.02           0.914
sequential cells by signal, summed over array words and instances, names as in the netlist:
name  flops
ram    4096
q        32
cell usage in the layout, fill, tap and decap left out, types with 21 or more instances in the layout:
cell and n:
sky130_fd_sc_hd__o21ai_0 322, sky130_fd_sc_hd__clkinv_2 94, sky130_fd_sc_hd__a222oi_1 44, sky130_fd_sc_hd__o22ai_1 170, sky130_fd_sc_hd__nor2b_1 101, sky130_fd_sc_hd__a211oi_1 42
sky130_fd_sc_hd__clkbuf_16 413, sky130_fd_sc_hd__clkbuf_1 116, sky130_fd_sc_hd__a221o_1 64, sky130_fd_sc_hd__nand2_1 230, sky130_fd_sc_hd__mux4_2 70, sky130_fd_sc_hd__clkinv_1 75
sky130_fd_sc_hd__a31oi_1 21, sky130_fd_sc_hd__nor3_1 40, sky130_fd_sc_hd__mux2i_1 127, sky130_fd_sc_hd__nand3_1 27, sky130_fd_sc_hd__a221oi_1 847, sky130_fd_sc_hd__nand3b_1 31
sky130_fd_sc_hd__buf_4 536, sky130_fd_sc_hd__o22a_1 31, sky130_fd_sc_hd__o221ai_1 49, sky130_fd_sc_hd__a22o_1 43, sky130_fd_sc_hd__clkdlybuf4s50_1 34, sky130_fd_sc_hd__diode_2 146
sky130_fd_sc_hd__edfxtp_1 4096, sky130_fd_sc_hd__a22oi_1 468, sky130_fd_sc_hd__o2bb2ai_1 25, sky130_fd_sc_hd__nor2_4 128, sky130_fd_sc_hd__nor2_1 160, sky130_fd_sc_hd__a21oi_1 425
sky130_fd_sc_hd__mux2_2 277, sky130_fd_sc_hd__dfxtp_1 32
stage by stage:
| step | hold slack (ns) | setup slack (ns) |
|---|---|---|
| 6_report | 0.783 | 68.84 |
| 2_1_floorplan | 0.551 | 68.90 |
| 4_1_cts | 0.791 | 69.12 |
| 3_5_place_dp | 0.771 | 68.11 |
| 3_3_place_gp | 0.763 | 67.57 |
| 5_1_grt | 0.853 | 68.77 |
tightest hold or removal path, stage by stage (launching register included):
cell	delay (ns)
sky130_fd_sc_hd__edfxtp_1	0.32
sky130_fd_sc_hd__nand2_1	0.04
sky130_fd_sc_hd__a21oi_1	0.10
sky130_fd_sc_hd__o21ai_0	0.08
sky130_fd_sc_hd__buf_4	0.14
sky130_fd_sc_hd__nand4_1	0.07
No activity file was given, so power comes from the tool's default toggle rates.
