**constraint.sdc**
```tcl
current_design alu

set clk_period 21.0
set clk_io_pct 0.2

create_clock -name clk0 -period $clk_period

set non_clock_inputs [all_inputs -no_clocks]
set_input_delay [expr $clk_period * $clk_io_pct] -clock clk0 $non_clock_inputs
set_output_delay [expr $clk_period * $clk_io_pct] -clock clk0 [all_outputs]
```
**run.sh**
```bash
#!/bin/bash
# OpenROAD 26Q1-2900-gdf79404cd8, Yosys 0.63+post, stock flow scripts
make -C /OpenROAD-flow-scripts/flow DESIGN_CONFIG=/design/flow/config.mk WORK_HOME=/design/flow/orfs finish
```
**design.v**
```verilog
module alu (
    input [31:0] A,  
    input [31:0] B,  
    input [2:0] opcode,  
    output reg [31:0] Y  
);
always @(*) begin
    case (opcode)
        3'b000: Y = A;           
        3'b001: Y = A + B;        
        3'b010: Y = A - B;        
        3'b011: Y = A & B;        
        3'b100: Y = A | B;        
        3'b101: Y = A + 1;       
        3'b110: Y = A - 1;        
        3'b111: Y = B;            
        default: Y = 32'b0;       
    endcase
end
endmodule
```
**config.mk**
```make
export PLATFORM = sky130hd
export DESIGN_NAME = alu
export DESIGN_NICKNAME = alu
export VERILOG_FILES = /design/flow/design.v
export SDC_FILE = /design/flow/constraint.sdc
export NUM_CORES = 4
export LEC_CHECK = 1
export CORE_UTILIZATION = 30
```
==> metrics.yaml <==
status: "finished, final reports clean"
setup_violations: 0
track_usage_pct: 21.2
flops: 0
pwr-share-clk_pct: 0
grt_start_max_net_pins: 42
grt_pass1_wl_mm: 20.8
holdPathStages: 4
syn_area_sq_um: 3530
max_freq_mhz: 70.8
critPathLaunch: "opcode[0]"
drtIter0Drc: 343
drc: 0
critical_path.max_fanout: 41
avgRoutedWirePerCell_um: 17.4
crit_end: "Y[16]"
initCoreUtil_pct: 30.8
worstPathRequired_ps: 16800
ios: 99
powerDensity_nw_per_um2: 33.2
ys_area_sq_um: 3530
gr-usage-met2_pct: 33.9
grt_util_met1_pct: 31.6
layout_top_cell: "clkdlybuf4s50_1"
clock_buffers: 0
fill_cells: 1146
grt_overflow: 0
synth_seq_share_pct: 0
critPathCaptureType: "output pin"
ctsResizeCount: 0
diodes: 0
wl_mm: 13.0
gp_congestion: 1.02
logic_area_sq_um: 3320
worstMarginPinSlew_ps: 835
ys_cells: 534
vias: 4367
postCtsSetupBuffers: 0
io_buffer_count: 99
p_seq_share_pct: 0
ir_drop_v: 0.0000185
gr-max-usage-layer: "met2"
via_per_inst: 5.82
start_kind: "input port"
worstHoldStart: "A[3]"
p_leak_nw: 1.75
core_sq_um: 11500
worst_hold_path_type: "input port to output pin"
drive_gt1_share_pct: 5.93
period_minus_slack_ps: 14130
syn_area_per_cell_sq_um: 6.62
p_comb_share_pct: 100.0
synthMuxAreaShare_pct: 2.69
maxSlewViolCount: 0
relSlewSlack_pct: 42.9
dp_hpwl_mm: 10.3
die_w_um: 111
path_class: "input port to output pin"
dp_cells: 750
synthCells: 534
postCtsHoldBufs: 0
synthTopLogicFamily: "AND-OR/OR-AND gates"
xor_area_share_pct: 13.1
finalHoldViolCount: 0
layout.cells.non_filler: 750
ant_nets: 0
grt_pass1_vias: 3918
syn2layout_area_growth_pct: 31.0
arrival_ps: 9930
antenna_found_initial: 0
yosysWarnings: 1
finalPower_uw: 153
simple_gate_area_share_pct: 25.3
drt-pass1-iter-count: 7
p_int_uw: 78.1
aoi_share_pct: 41.0
max-cap-violations: 0
swShare_pct: 49.1
fin_tns_setup_ps: 0
use_met3_pct: 1.96
synth.distinct_cells: 69
lay_top_cells: "99 x clkdlybuf4s50_1, 73 x nand2_1, 53 x a21oi_1"
adder_share_pct: 11.9
die_y_um: 111
switching_power_uw: 75.3
seq_area_sq_um: 0
finalClockPeriodUsage_pct: 67.3
dieArea_sq_um: 12200
tool_warnings: 32
rsz0062_at_grt: "no"
num_rows: 39
[stage by stage]
stage / hold slack, ps / setup WS, ps / utilization (%) / instance area (sq um)
after global routing: 9390 / 6350 / 40.4 / 4630
after global placement: 9340 / 6980 / 40.4 / 4630
final: 9350 / 6870 / 40.4 / 4630
after CTS: 9350 / 6940 / 40.4 / 4630
after detailed placement: 9340 / 6980 / 40.4 / 4630
after floorplan: 8460 / 8610 / - / 3530
[worst max-delay path, stage by stage]
cell,delay (ps)
clkdlybuf4s50_1,400
buf_4,270
inv_1,190
nand2_1,70
buf_4,280
nor2_2,550
buf_4,350
a221oi_1,150
fa_1,500
a211oi_1,350
o21ai_0,210
a32oi_1,570
a21boi_0,170
o21ai_0,340
nor2b_1,240
xnor2_1,180
mux2i_1,110
o21ai_0,250
clkdlybuf4s50_1,520
[routing by layer]
layer | vias up | wire length (um)
li1 | 2179 | -
met1 | 2007 | 6090
met2 | 171 | 5880
met3 | 10 | 918
met4 | 0 | 153
met5 | - | 0
[cells by family after synthesis]
group,Yosys count
XOR/XNOR,53
AND/OR/NAND/NOR,174
adder cells (fa/ha/maj),33
AND-OR/OR-AND,211
multiplexers,9
buffers and inverters,54
[synthesized netlist by cell type (4+ instances only)]
library cell  instances  area [sq um]
nand3_1               4          20.0
clkbuf_1             29           109
nand4_1               5          31.3
a311oi_1              4          35.0
inv_1                19          71.3
a221oi_1             31           272
xnor2_1              33           289
nand2_1              73           274
a21oi_1              53           265
o22ai_1               4          25.0
o21a_1               10          75.1
ha_1                 32           400
nand2b_1              6          37.5
a21o_1               13          97.6
mux2i_1               5          50.1
a22oi_1               7          52.6
o21bai_1              4          30.0
xor2_1               20           175
nor3_1               11          55.1
a211oi_1              5          37.5
mux2_2                4          45.0
a221o_1               7          70.1
a21boi_0              4          30.0
nor2_2                4          25.0
or3_1                 9          56.3
nor2_1               30           113
o21ai_0              42           210
[worst min-delay path by stage]
stage	endpoint	slack [ps]
finish	Y[3]	9350
global route	Y[4]	9390
CTS	Y[3]	9350
[power by group through the flow]
| stage | Combinational [mW] | Sequential [mW] | Clock [mW] |
|---|---|---|---|
| after CTS | 0.153 | 0 | 0 |
| after global routing | 0.170 | 0 | 0 |
| final | 0.153 | 0 | 0 |
[area by class of cell]
class              instances  share of cell area (%)
multi-input cells        480                    71.8
repair buffers           107                    22.7
well taps                143                    3.86
inverters                 20                    1.62
Power is estimated from default activity; no workload was simulated.
